**/design/flow/config.mk**
```make
export PLATFORM = sky130hd
export DESIGN_NAME = oh_fifo_generic
export DESIGN_NICKNAME = oh_fifo_generic
export VERILOG_FILES = /design/flow/design.v
export SDC_FILE = /design/flow/constraint.sdc
export NUM_CORES = 4
export LEC_CHECK = 1
export CORE_UTILIZATION = 50
```
**/design/flow/constraint.sdc**
```tcl
current_design oh_fifo_generic

set clk_period 60.8
set clk_io_pct 0.2

create_clock -name clk0 -period $clk_period [get_ports {rd_clk}]
create_clock -name clk1 -period $clk_period [get_ports {wr_clk}]

set non_clock_inputs [all_inputs -no_clocks]
set_input_delay [expr $clk_period * $clk_io_pct] -clock clk0 $non_clock_inputs
set_output_delay [expr $clk_period * $clk_io_pct] -clock clk0 [all_outputs]
```
**/design/flow/design.v**
```verilog
module oh_fifo_generic #(parameter DW        = 104,       
			 parameter DEPTH     = 32,        
			 parameter PROG_FULL = (DEPTH/2), 
			 parameter AW = $clog2(DEPTH)     
			 )
   (
    input 	    nreset,  
    input 	    wr_clk,  
    input 	    wr_en,  
    input [DW-1:0]  din,  
    input 	    rd_clk,  
    input 	    rd_en,  
    output [DW-1:0] dout,  
    output 	    empty,  
    output 	    full,  
    output 	    prog_full,  
    output [AW-1:0] rd_count,  
    output [AW-1:0] wr_count  
    );
   reg [AW:0]    wr_addr;        
   reg [AW:0] 	 wr_addr_ahead;  
   reg [AW:0] 	 rd_addr;  
   wire [AW:0] 	 rd_addr_gray;
   wire [AW:0] 	 wr_addr_gray;
   wire [AW:0] 	 rd_addr_gray_sync;
   wire [AW:0] 	 wr_addr_gray_sync;
   wire [AW:0] 	 rd_addr_sync;
   wire [AW:0] 	 wr_addr_sync;
   wire 	 wr_nreset;
   wire 	 rd_nreset;
   assign empty    =  (rd_addr_gray[AW:0] == wr_addr_gray_sync[AW:0]);
   assign full     =  (wr_addr[AW-1:0] == rd_addr_sync[AW-1:0]) &
		      (wr_addr[AW]     != rd_addr_sync[AW]);
   assign prog_full = (wr_addr_ahead[AW-1:0] == rd_addr_sync[AW-1:0]) &
		      (wr_addr_ahead[AW]     != rd_addr_sync[AW]);
   oh_rsync wr_rsync (.nrst_out (wr_nreset),
	     .clk      (wr_clk), 
	     .nrst_in	(nreset));
   oh_rsync rd_rsync (.nrst_out (rd_nreset),
	     .clk      (rd_clk), 
	     .nrst_in	(nreset));
   always @ ( posedge wr_clk or negedge wr_nreset) 
     if(!wr_nreset) 
       wr_addr[AW:0]  <= 'b0;
     else if(wr_en) 
       wr_addr[AW:0]  <= wr_addr[AW:0]  + 'd1;
   always @ (posedge wr_clk or negedge wr_nreset)
     if(!wr_nreset)
       wr_addr_ahead[AW:0] <= 'b0;   
     else if(~prog_full)
       wr_addr_ahead[AW:0] <= wr_addr[AW:0]  + PROG_FULL;
   oh_bin2gray #(.DW(AW+1))
   wr_b2g (.out    (wr_addr_gray[AW:0]),
	   .in	   (wr_addr[AW:0]));
   oh_dsync wr_sync[AW:0] (.dout (wr_addr_gray_sync[AW:0]),
        		   .clk  (rd_clk),
        		   .nreset(rd_nreset),
        		   .din  (wr_addr_gray[AW:0]));
   always @ ( posedge rd_clk or negedge rd_nreset) 
     if(!rd_nreset) 
       rd_addr[AW:0] <= 'd0;   
     else if(rd_en) 
       rd_addr[AW:0] <= rd_addr[AW:0] + 'd1;
   oh_bin2gray #(.DW(AW+1))
   rd_b2g (.out   (rd_addr_gray[AW:0]),
	   .in	  (rd_addr[AW:0]));
   oh_dsync  rd_sync[AW:0] (.dout   (rd_addr_gray_sync[AW:0]),
        		    .clk    (wr_clk),
        		    .nreset (wr_nreset),
        		    .din    (rd_addr_gray[AW:0]));
   oh_gray2bin #(.DW(AW+1))
   rd_g2b (.out (rd_addr_sync[AW:0]),
	   .in (rd_addr_gray_sync[AW:0]));
   oh_memory_dp  #(.DW(DW),
		   .DEPTH(DEPTH))
   fifo_mem( 
	    .rd_dout	(dout[DW-1:0]),
	    .wr_clk	(wr_clk),
	    .wr_en	(wr_en),
	    .wr_wem	({(DW){1'b1}}),
	    .wr_addr	(wr_addr[AW-1:0]),
	    .wr_din	(din[DW-1:0]),
	    .rd_clk	(rd_clk),
	    .rd_en	(rd_en),
	    .rd_addr	(rd_addr[AW-1:0]));
endmodule  
module oh_rsync #(parameter PS = 2           
		  )
   (
    input  clk,
    input  nrst_in,
    output nrst_out
    );
	   reg [PS-1:0] sync_pipe;   
	   always @ (posedge clk or negedge nrst_in)		 
	     if(!nrst_in)
	       sync_pipe[PS-1:0] <= 'b0;
	     else
	       sync_pipe[PS-1:0] <= {sync_pipe[PS-2:0],1'b1};	      	      
	   assign nrst_out = sync_pipe[PS-1];
endmodule  
module oh_bin2gray #(parameter DW = 32  
		     ) 
   (
    input [DW-1:0]  in,  
    output [DW-1:0] out  
    );
   reg [DW-1:0]    gray; 
   wire [DW-1:0]   bin;
   integer 	   i;   
   assign bin[DW-1:0]  = in[DW-1:0];
   assign out[DW-1:0]  = gray[DW-1:0];
   always @*
     begin
	gray[DW-1] = bin[DW-1];   
	for (i=0; i<(DW-1); i=i+1)
	  gray[i] = bin[i] ^ bin[i+1];	      
     end
endmodule  
module oh_dsync  #(parameter PS    = 2,         
		   parameter DELAY = 0         
		   )
   (
    input  clk,  
    input  nreset,  
    input  din,  
    output dout     
    );
	   reg [PS:0]   sync_pipe; 
	   always @ (posedge clk or negedge nreset)		 
	     if(!nreset)
	       sync_pipe[PS:0] <= 'b0;
	     else
	       sync_pipe[PS:0] <= {sync_pipe[PS-1:0],din};	      	      
	   assign dout = (DELAY & sync_pipe[PS]) |   
			 (~DELAY & sync_pipe[PS-1]);  
endmodule  
module oh_gray2bin #(parameter DW = 32)  
   (
    input [DW-1:0]  in,   
    output [DW-1:0] out   
    );
   reg [DW-1:0]     bin;
   wire [DW-1:0]    gray;
   integer 	   i,j;
   assign gray[DW-1:0] = in[DW-1:0];
   assign out[DW-1:0]  = bin[DW-1:0];
   always @*
     begin
	bin[DW-1] = gray[DW-1];   
	for (i=0; i<(DW-1); i=i+1)
	  begin
	     bin[i] = 1'b0;	
	     for (j=i; j<DW; j=j+1)
	       bin[i] = bin[i] ^ gray [j];
	  end
     end
endmodule  
module oh_memory_dp # (parameter DW    = 104,       
		       parameter DEPTH = 32,        
		       parameter PROJ  = "",        
		       parameter MCW   = 8,          
		       parameter AW    = $clog2(DEPTH)  
		       ) 
   ( 
    input           wr_clk,  
    input           wr_en,  
    input [DW-1:0]  wr_wem,  
    input [AW-1:0]  wr_addr, 
    input [DW-1:0]  wr_din,  
    input           rd_clk,  
    input           rd_en,  
    input [AW-1:0]  rd_addr, 
    output [DW-1:0] rd_dout);
	   oh_memory_ram #(.DW(DW),
			   .DEPTH(DEPTH))	     
	   memory_dp ( 
		      .rd_dout	(rd_dout[DW-1:0]),
		      .rd_clk	(rd_clk),
		      .rd_en	(rd_en),
		      .rd_addr	(rd_addr[AW-1:0]),
		      .wr_en	(wr_en),
		      .wr_clk	(wr_clk),
		      .wr_addr	(wr_addr[AW-1:0]),
		      .wr_wem	(wr_wem[DW-1:0]),
		      .wr_din	(wr_din[DW-1:0]));
endmodule  
module oh_memory_ram  # (parameter DW    = 104,            
			 parameter DEPTH = 32,             
			 parameter AW    = $clog2(DEPTH)   
			 ) 
   ( 
    input 		rd_clk, 
    input 		rd_en,  
    input [AW-1:0] 	rd_addr,  
    output reg [DW-1:0] rd_dout,  
    input 		wr_clk, 
    input 		wr_en,  
    input [AW-1:0] 	wr_addr,  
    input [DW-1:0] 	wr_wem,  
    input [DW-1:0] 	wr_din  
    );
   reg [DW-1:0]        ram    [DEPTH-1:0];  
   integer 	       i;
   always @ (posedge rd_clk)
     if(rd_en)       
       rd_dout[DW-1:0] <= ram[rd_addr[AW-1:0]];
   always @(posedge wr_clk)    
     for (i=0;i<DW;i=i+1)
       if (wr_en & wr_wem[i]) 
         ram[wr_addr[AW-1:0]][i] <= wr_din[i];
endmodule  
```
**/design/flow/run.sh**
```bash
#!/bin/bash
# OpenROAD 26Q1-2900-gdf79404cd8, Yosys 0.63+post, stock flow scripts
make -C /OpenROAD-flow-scripts/flow DESIGN_CONFIG=/design/flow/config.mk WORK_HOME=/design/flow/orfs finish
```
==> flow_metrics.tcl <==
# implementation run metrics
set metrics [dict create \
    status "finished, final reports clean" \
    synth_area_um2 131000 \
    first_iter_violations 3806 \
    ant_nets 0 \
    clkTransAtPathRegs_ps 70 \
    ys_sh_mux_pct 17.6 \
    die_area_um2 264000 \
    ys_ff 3478 \
    adder_share_pct 0.134 \
    synthSimpleGateAreaFrac_pct 0.354 \
    critPathLaunch "rd_addr[2]" \
    async_flop_share_pct 1.32 \
    arrival_ps 3560 \
    final_cells 9549 \
    yosys_cells 5168 \
    final.setup_skew_ps 43.4 \
    worst-path-buf-inv 2 \
    tns_ps 0 \
    fp-row-count 187 \
    start_kind "flop" \
    irDropWorstVdd_uv 36.9 \
    first_pass_iters 5 \
    routed-via-count 57900 \
    power.leakage_nw 46.9 \
    nFillCells 18000 \
    cts_hold_buffers 0 \
    cts_resized 0 \
    relSlewSlack_pct 42.2 \
    power_density_nw_per_um2 46.7 \
    dieHeight_um 514 \
    lay_top_count "edfxtp_1" \
    edf_count 3432 \
    place.gp.congestion 0.826 \
    worst_pin_slew_ps 868 \
    p_total_mw 7.01 \
    first_global_vias 64600 \
    cts_setup_buffers 0 \
    syn2layout_area_growth_pct 14.7 \
    max_stage_delay_ps 690 \
    ys_sh_aoi_pct 1.10 \
    cap_viol_max_count 0 \
    viasPerCell 6.06 \
    multiInputGateArea_um2 25700 \
    die_x_um 514 \
    end_kind "output port" \
    slew_viol_final 0 \
    grt_antenna_before_repair 22 \
    worstHoldStart "rd_addr[5]" \
    core-area_um2 260000 \
    core_util_floorplan_pct 50.3 \
    final_cell_mix "edfxtp_1 (3,432), mux4_2 (976), clkbuf_16 (380)" \
    r2r-start "rd_addr[0]" \
    io_pins 226 \
    setup_viol 0 \
    detail_route.drc_violations 0 \
    cp.required_ps 48640 \
    yosys_warnings 16 \
    cp_max_fo 24 \
    hpwl_um 173000 \
    ys_area_um2 131000 \
    topCombFamilyByArea "multiplexers" \
    rsz0062_at_grt "no" \
    postPlaceCellArea_um2 139000 \
    grt_usage_pct 27.4 \
    cp_top_family "buffers and inverters" \
    worstPathCellList "buf_4 -> ha_1 -> xnor2_1 -> nand3_1 -> nor4_1 -> clkdlybuf4s50_1" \
    routedWlPerCell_um 32.3 \
    path_class "flop to output port" \
    hold_violations 0 \
    reg2reg_slack_ps 54550 \
    wirelength_um 309000 \
    grt_max_degree 88 \
    cts.sinks 3478 \
    netlist_instances 5168 \
    regArea_um2 104000 \
    grt_pass1_wl_um 450000 \
    ys_types 42 \
    port_buffers 214 \
    tool_warnings 33 \
    tritoncts "done" \
    xor_area_share_pct 0.201 \
    syn_avg_cell_area_um2 25.3 \
    flop_cell "edfxtp_1" \
    slowest_stage "dfrtp_4" \
    final_cell_area_um2 150000 \
    drive_above_1_share_pct 31.5 \
    grt.overflow.total 0 \
    worstHoldPathType "flop to flop" \
    dp_cells 8894 \
    postSynthSeqShare_pct 79.6 \
]
-- where the power goes --
| part | internal (mW) | total, mW | leakage (nW) | switching [mW] |
|---|---|---|---|---|
| logic | 0.888 | 1.90 | 9.75 | 1.01 |
| registers | 2.86 | 2.94 | 31.6 | 0.0763 |
| clock network | 1.26 | 2.17 | 5.64 | 0.912 |
| total | 5.01 | 7.01 | 46.9 | 2.00 |
-- registers in the layout, indices dropped and copies added, names as in the netlist --
register,flops
wr_addr_ahead,6
rd_rsync.sync_pipe,2
rd_addr,6
fifo_mem.memory_dp.rd_dout,104
wr_rsync.sync_pipe,2
wr_addr,6
rd_sync.sync_pipe,12
fifo_mem.memory_dp.ram,3328
wr_sync.sync_pipe,12
-- synthesized netlist by cell type, types with 2 or more instances --
cell type / instances / share of area, %
a22o_1: 85 / 0.57
nand4_1: 3 / 0.014
a221oi_1: 29 / 0.19
edfxtp_1: 3432 / 79
inv_1: 4 / 0.011
ha_1: 14 / 0.13
nor2_1: 39 / 0.11
a21oi_1: 2 / 0.0076
dfrtp_1: 46 / 0.88
xor2_1: 12 / 0.080
mux2i_1: 8 / 0.061
buf_6: 5 / 0.043
or3_1: 2 / 0.0096
buf_1: 21 / 0.060
mux4_2: 976 / 17
and2_1: 2 / 0.0096
buf_2: 84 / 0.32
buf_4: 32 / 0.18
o21ai_0: 72 / 0.28
nand2_1: 30 / 0.086
nor3_1: 2 / 0.0076
nand3b_1: 2 / 0.011
xnor2_1: 13 / 0.087
clkbuf_1: 137 / 0.39
nand2b_1: 6 / 0.029
nand3_1: 7 / 0.027
nor4_1: 2 / 0.0096
mux2_2: 82 / 0.71
conb_1: 2 / 0.0057
nor2b_1: 5 / 0.024
-- through the flow --
| stage | utilization [%] | setup slack, ps | hold slack, ps |
|---|---|---|---|
| after floorplan | - | 43180 | 227 |
| after global placement | 53.3 | 45110 | 239 |
| after detailed placement | 53.3 | 45060 | 250 |
| after CTS | 57.8 | 44930 | 129 |
| after global routing | 57.8 | 44860 | 172 |
| final | 57.8 | 45080 | 146 |
-- metal layers --
metal / up-vias / share of wire (%) / global-route usage, %
met3: 511 / 14 / 17.6
met1: 30000 / 33 / 38.1
met5: - / 0.071 / 0.274
met4: 28 / 2.6 / 5.43
li1: 23700 / - / -
met2: 3599 / 51 / 40.6
-- path summary, 6_finish.rpt --
| kind | endpoint | cells after the start |
|---|---|---|
| worst max-delay path | empty | 6 |
| worst min-delay path | rd_sync[5].sync_pipe[0] | 0 |
| worst max register to register | fifo_mem.memory_dp.rd_dout[95] | 9 |
| worst min register to register | rd_sync[5].sync_pipe[0] | 0 |
| max in group clk1 | fifo_mem.memory_dp.ram[18][4] | 8 |
| max in group asynchronous | rd_rsync.sync_pipe[1] | 1 |
| min in group asynchronous | wr_addr_ahead[1] | 1 |
| min in group clk0 | rd_rsync.sync_pipe[1] | 0 |
-- cell families after synthesis --
family,Yosys count
and+or+nand+nor,102
AOI/OAI and AO/OA,196
xor gates and xnor gates,27
other,2
adders and majority gates,14
muxes,1066
buffers and inverters,283
DFF,3478
-- final cells by class --
class                           instances  share of cell area (%)
Sequential cell                      3478                    69.4
Multi-Input combinational cell       1417                    17.1
Clock buffer                          441                    6.49
Tap cell                             3496                    2.91
Timing Repair Buffer                  499                    2.91
Clock inverter                        207                    1.17
Antenna cell                            7                  0.0117
Inverter                                4                  0.0100
No activity file was given, so power comes from the tool's default toggle rates.
