<file path="flow/design.v">
module Counters #(parameter SIZE = 8)
   (
    input             clk1,
    input             clk2,
    output            rst1,
    output            rst2,
    output [SIZE-1:0] out
    );
   reg [SIZE-1:0] val1;
   reg [SIZE-1:0] val2;
   reg [SIZE-1:0] init1;
   reg [SIZE-1:0] init2;
   assign init1 = 'd0;
   assign init2 = 'd1;
   Counter #(.SIZE(SIZE)) counter_1 (.clk (clk1), .rst (rst1 | rst2), .out (val1), .initval (init1));
   Counter #(.SIZE(SIZE)) counter_2 (.clk (clk2), .rst (rst1 | rst2), .out (val2), .initval (init2));
   Adder #(.SIZE(SIZE)) adder (.in1 (val1), .in2 (val2), .out (out));
   Reset #(.SIZE(SIZE)) reset1 (.clk (clk1), .rst (rst1), .in (out) );
   Reset #(.SIZE(SIZE)) reset2 (.clk (clk2), .rst (rst2), .in (out) );
endmodule
module Counter #(parameter SIZE = 16)
   (
    input             clk,
    input             rst,
    input [SIZE-1:0]  initval,
    output [SIZE-1:0] out
    );
   initial out = 'b0;
   always @(posedge clk or posedge rst)
     begin
        if (rst)
          out <= initval;
        else
          out <= out + 1;
     end
endmodule
module Adder #(parameter SIZE = 16)
   (
    input [SIZE-1:0]  in1,
    input [SIZE-1:0]  in2,
    output [SIZE-1:0] out
    );
   assign out = in1 + in2;
endmodule
module Reset #(parameter SIZE = 16)
   (
    input            clk,
    output reg       rst,
    input [SIZE-1:0] in
    );
   always @ (posedge clk)
        if (in > 'd8)
          begin
             rst <= 1'b1;
          end
        else
          begin
             rst <= 1'b0;
          end
endmodule
</file>
<file path="flow/run.sh">
#!/bin/bash
# OpenROAD 26Q1-2900-gdf79404cd8, Yosys 0.63+post, stock flow scripts
make -C /OpenROAD-flow-scripts/flow DESIGN_CONFIG=/design/flow/config.mk WORK_HOME=/design/flow/orfs finish
</file>
<file path="flow/config.mk">
export PLATFORM = sky130hd
export DESIGN_NAME = Counters
export DESIGN_NICKNAME = Counters
export VERILOG_FILES = /design/flow/design.v
export SDC_FILE = /design/flow/constraint.sdc
export NUM_CORES = 4
export LEC_CHECK = 1
export CORE_AREA = 10 10 85 85
export DIE_AREA = 0 0 95 95
</file>
<file path="flow/constraint.sdc">
current_design Counters

set clk_period 2.7
set clk_io_pct 0.2

create_clock -name clk0 -period $clk_period [get_ports {clk1}]
create_clock -name clk1 -period $clk_period [get_ports {clk2}]

set non_clock_inputs [all_inputs -no_clocks]
set_input_delay [expr $clk_period * $clk_io_pct] -clock clk0 $non_clock_inputs
set_output_delay [expr $clk_period * $clk_io_pct] -clock clk0 [all_outputs]
</file>
==> flow_metrics.py <==
# Synthesis and PnR figures
metrics = {
    "sta": {
        "relSlewSlack_pct": 81.1,
        "finClkSkew_ns": 0.00773,
        "drv_slew": 0,
        "tightest_slew_ns": 0.281,
        "setup_viol": 0,
        "rsz0062_at_grt": "yes",
        "hold_viol": 0,
    },
    "floorplanning": {
        "die_w_um": 95,
        "die_area_sq_mm": 0.00903,
        "boundaryPins": 12,
        "initial_core_util_pct": 18.2,
        "core_region_area_sq_mm": 0.00547,
        "placementRows": 27,
        "die_y_um": 95,
    },
    "grt": {
        "grt_max_degree": 17,
        "grt.total_usage_pct": 5.08,
        "overflow": 0,
        "grt_pass1_vias": 776,
        "antenna_found_initial": 0,
        "grt_pass1_wl_mm": 3.64,
    },
    "worst_setup_path": {
        "cp_data_arrival_time_ns": 2.07,
        "worstPathMaxFanout": 2,
        "criticalPathCategory": "flop to primary output",
        "r2r-end": "reset1.rst",
        "start_kind": "flop",
        "endpoint_kind": "primary output",
        "worstReg2RegStart": "counter_2.out[0]",
        "crit_required_ns": 2.16,
        "r2r_cells": 8,
        "reg2reg_slack_ns": 0.28,
    },
    "logic_synthesis": {
        "edf_count": 0,
        "ys_warn_count": 8,
        "ys_seq_elements": 18,
        "yosysTopAreaCell": "dfrtp_1",
        "async_reset_ff_share_pct": 88.9,
        "synthFlopType": "dfrtp_1",
        "ys_seq_share_pct": 44.2,
        "yosys.cell_count.top_type": "dfrtp_1",
        "ys_cells": 94,
        "ys_types": 30,
        "synthDominantCellAreaShare_pct": 37.6,
        "syn_area_sq_um": 998,
        "topCellsByArea": "dfrtp_1 (38%), ha_1 (11%), xnor2_1 (11%)",
        "synthTopCellsByCount": "dfrtp_1 (15), xnor2_1 (12), ha_1 (9)",
        "yosys_area_sq_um": 998,
        "syn-instance-count": 94,
        "syn_area_per_cell_sq_um": 10.6,
    },
    "detailed_routing": {
        "ant_nets": 0,
        "drc": 0,
        "routed_via_density": 3.96,
        "avgRoutedWirePerCell_um": 10.9,
        "vias": 769,
        "drt_wl_total_mm": 2.12,
        "antenna_cells": 0,
        "drt-initial-drc-count": 23,
        "dr.pass1.iters": 3,
    },
    "final_layout": {
        "area.growth.synth_to_final_pct": 37.8,
        "fin_cells": 194,
        "fillers": 594,
        "final_layout_size_suffix_gt1_share_pct": 21.3,
        "final_util_pct": 25.1,
    },
    "placement": {
        "dp_cells": 184,
        "io_buffers": 10,
        "place_congestion": 0.812,
        "dpl.hpwl_mm": 1.61,
    },
    "power": {
        "power.clock.fraction_pct": 54.0,
        "p_leak_uw": 0.000623,
        "cell_internal_pwr_uw": 474,
        "p_comb_share_pct": 0,
        "ir_drop_uv": 167,
        "switching_share_pct": 19.3,
        "power_frac_seq_pct": 46.0,
        "p_sw_uw": 114,
        "p_per_area_mw_per_mm2": 427,
    },
    "clocking": {
        "cts_sinks": 18,
        "cts_tree": "done",
        "cts.reportedPaths.clkPinSlew_ns": 0.05,
    },
    "status": {
        "run_status": "complete, no violations",
    },
    "worst_hold_path": {
        "hold_class": "flop to async pin",
    },
    "job": {
        "cap_viol_max_count": 0,
        "warnings": 28,
    },
}
==> metal layers <==
metal | track usage [%] | part of all wire, % | vias up
met4 | 1.50 | 2.7 | 0
met3 | 2.72 | 8.6 | 4
met1 | 6.46 | 48 | 361
met2 | 7.32 | 41 | 15
met5 | 0 | 0 | -
li1 | - | - | 389
==> worst max-delay path by stage <==
stage	startpoint	to	cells after the start
CTS	counter_2.out[0]	out[6]	8
global route	counter_2.out[0]	out[6]	8
finish	counter_2.out[0]	out[6]	8
==> logic make-up after synthesis <==
family | count (synthesis) | synth area share (%)
compound gates | 17 | 11.8
xor+xnor | 16 | 14.0
fa+ha+maj | 10 | 13.3
buf+inv | 7 | 2.63
flops | 18 | 44.2
mux | 1 | 1.00
simple gates | 25 | 13.0
==> worst max-delay path: stages (launching register included) <==
cell and delay [ns]:
dfstp_2 0.55, ha_4 0.13, inv_2 0.03, fa_2 0.33, and2b_1 0.20, o31a_2 0.15, mux2i_1 0.07, a211o_1 0.28
clkbuf_2 0.10
==> registers in the layout, indices dropped and copies added, names as in the netlist <==
name           cells
counter_2.out      8
reset1.rst         1
counter_1.out      8
reset2.rst         1
==> power by group through the flow <==
stage / clock (uW) / sequential [uW] / combinational [uW]
CTS: 329 / 270 / 0.000342
global route: 343 / 270 / 0.000343
finish: 318 / 270 / 0.000343
==> stage by stage <==
step	TNS [ns]	hold WS [ns]	setup WS [ns]	power (uW)	instance area (sq um)
2_1_floorplan	0	0.453	0.241	274	998
3_3_place_gp	-0.0469	0.260	-0.0469	274	1250
3_5_place_dp	-0.0782	0.264	-0.0782	274	1250
4_1_cts	-0.0590	0.267	-0.0373	599	1370
5_1_grt	-0.0173	0.302	-0.0173	613	1380
6_report	0	0.254	0.0942	588	1380
==> cell usage in the layout (no fill, tap or decap), types with 2 or more instances in the layout <==
| cell type | instances |
|---|---|
| a21oi_1 | 5 |
| and3_1 | 3 |
| buf_4 | 10 |
| clkbuf_8 | 6 |
| clkdlybuf4s50_1 | 6 |
| dfrtp_1 | 15 |
| dfxtp_1 | 2 |
| dlygate4sd2_1 | 3 |
| ha_1 | 8 |
| inv_1 | 6 |
| nand2_1 | 4 |
| nand3_1 | 8 |
| nor2_1 | 4 |
| o21ai_0 | 2 |
| or3_1 | 2 |
| xnor2_1 | 11 |
| xor2_1 | 4 |
==> final cells by class <==
| class | count | area (sq um) | area share, % |
|---|---|---|---|
| tap | 72 | 90.1 | 6.55 |
| sequential | 18 | 442 | 32.1 |
| inverter | 7 | 26.3 | 1.91 |
| timing repair buffer | 20 | 166 | 12.1 |
| multi-input combinational | 69 | 561 | 40.7 |
| clock buffer | 7 | 86.3 | 6.27 |
| clock inverter | 1 | 5.00 | 0.364 |
==> timing repair <==
| action | CTS | global route |
|---|---|---|
| hold buffers | 0 | 0 |
| resized | 10 | 2 |
| pin swaps | 10 | 4 |
| setup endpoints to repair | 5 | 2 |
| setup buffers | 2 | 0 |
Power and IR drop assume default switching activity.
