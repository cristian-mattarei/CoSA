`flow/design.v`:
```
module FF(rst, clk, en, D, Q);
   parameter WIDTH = 1;
   parameter INIT  = 0;
   input wire                rst;
   input wire                clk;
   input wire                en;
   input wire [WIDTH-1:0]    D;
   output reg [WIDTH-1:0]    Q = INIT;
   always @ (posedge clk) begin
      if (rst) begin
         Q <= INIT;
      end
      else if(en) begin
         Q <= D;
      end
   end
endmodule
module fifo(clk, rst, push, pop, data_in,
            full, empty, data_out);
  parameter WIDTH = 8;
  parameter DEPTH = 8;
  parameter PTRWID = $clog2(DEPTH) + 1;
  input wire clk;
  input wire rst;
  input wire push;
  input wire pop;
  input wire [WIDTH-1:0] data_in;
  output wire full;
  output wire empty;
  output wire [WIDTH-1:0] data_out;
  wire clkEn = push | pop | rst;
 (* keep *)
  logic [PTRWID-1:0] wrPtr;
  wire  [PTRWID-1:0] wrPtrNxt;
  assign wrPtrNxt = rst ? {PTRWID{1'b0}} : wrPtr + {{(PTRWID-1){1'b0}}, push};
  FF #(.WIDTH(PTRWID)) ff_wrPtr (.rst(rst),
				                 .clk(clk),
                                 .en(clkEn),
                        	     .D(wrPtrNxt),
                        	     .Q(wrPtr)
  				                 );
  (* keep *)
  logic [PTRWID-1:0] rdPtr;
  wire  [PTRWID-1:0] rdPtrNxt;
  assign rdPtrNxt = rst ? {PTRWID{1'b0}} : rdPtr + {{(PTRWID-1){1'b0}}, pop};
  FF #(.WIDTH(PTRWID)) ff_rdPtr (.rst(rst),
				                 .clk(clk),
                                 .en(clkEn),
                                 .D(rdPtrNxt),
                                 .Q(rdPtr));
  assign empty = rdPtr == wrPtr;
  assign full = (rdPtr[PTRWID-2:0] == wrPtr[PTRWID-2:0]) & (rdPtr[PTRWID-1] != wrPtr[PTRWID-1]);
  wire [WIDTH-1:0] entries [DEPTH-1:0];
  generate
    genvar i;
    for(i = 0; i < DEPTH; i = i + 1) begin : entry_gen
      FF #(.WIDTH(WIDTH)) ff_entry_inst(.rst(rst),
					                    .clk(clk),
                                        .en(push & (wrPtr[PTRWID-2:0] == i)),
                                        .D(data_in),
                                        .Q(entries[i])
      				                    );
    end
  endgenerate
  assign data_out = entries[rdPtr[PTRWID-2:0]];
endmodule
```
`flow/run.sh`:
```
#!/bin/bash
# OpenROAD 26Q1-2900-gdf79404cd8, Yosys 0.63+post, stock flow scripts
make -C /OpenROAD-flow-scripts/flow DESIGN_CONFIG=/design/flow/config.mk WORK_HOME=/design/flow/orfs finish
```
`flow/config.mk`:
```
export PLATFORM = sky130hd
export DESIGN_NAME = fifo
export DESIGN_NICKNAME = fifo
export VERILOG_FILES = /design/flow/design.v
export SDC_FILE = /design/flow/constraint.sdc
export NUM_CORES = 4
export LEC_CHECK = 1
export CORE_UTILIZATION = 50
```
`flow/constraint.sdc`:
```
current_design fifo

set clk_period 4.5
set clk_io_pct 0.2

create_clock -name clk0 -period $clk_period [get_ports {clk}]

set non_clock_inputs [all_inputs -no_clocks]
set_input_delay [expr $clk_period * $clk_io_pct] -clock clk0 $non_clock_inputs
set_output_delay [expr $clk_period * $clk_io_pct] -clock clk0 [all_outputs]
```
==> reports/qor.txt <==
Final estimated routing congestion in global placement: 0.9094
Fill cell count: 607
Max Buffers Root-to-Sink: 2
Area grow syn2layout: 11.29%
Largest net degree at the start of global routing: 63
Hold Buf Count CTS: 0
Required time of the critical path: 3.60 ns
Standard-cell row count: 29
CTS sink cnt: 72
Switch share: 25.97%
Storage element area: 1441 µm²
Max Fclk: 287.0 MHz
Reg-to-reg slack, setup: 2.74 ns
Synth Warn #: 3
Syn_area_per_cell: 7.701 µm²
Total die area: 7095 µm²
# DRC: 0
Commonest Layout Cell: nand2_1
Clk latency of the worst-skew pair: 0.35 ns
Power Density: 369.2 nW/µm²
Dominant logic cell types in the final layout: nand2_1 (136), a21oi_1 (78), dfxtp_1 (72), clkdlybuf4s50_1 (20)
WS Path Type: flip-flop to output pin
WL final: 8956 µm
Drt initial violations: 188
Global Route Usage Sum: 27.99%
Tmin final: 3.484 ns
Worst EP arrival: 2.58 ns
Core Box Area: 6422 µm²
DR pass1 iterations: 21
Clk pwr share: 37.4%
Fp_density: 52.64%
Comb gate area: 1775 µm²
Cell Area, Synth: 3381 µm²
Cells after synthesis: 439
RSZ-0062 raised after global routing: no
Final Skew: 0.005655 ns
Clock-pin slew on the worst setup and hold paths: 0.07 ns
Max Cap Violations: 0
Internal power: 1.028 mW
Outcome: finished clean
First-pass GRT wire length: 14850 µm
Chip height: 84.23 µm
Fin crit share: 77.43%
Postcts setup bufs: 0
H-Tree Depth: 3
Setup-failing EPs final: 0
Drt wl/cell: 16.99 µm
Post-DRT Antenna Nets: 0
Final core occ: 58.58%
Seq pwr share: 48.9%
Startpoint Class: flip-flop
Total CTS buffers: 9
Post-cts gate resize count: 0
Root buffer cell: clkbuf_8
Grt ovf: 0
Comb power frac: 13.7%
Final Max Slew Viols: 0
HPWL Detailed: 5888 µm
Via count: 3006
CTS tree: yes
Static Leak: 1.266 nW
Worst-Margin Slew: 0.8402 ns
I/O pin total: 22
NetSw: 0.3607 mW
HP Class: flip-flop to flip-flop
Vias/cell: 5.704
Antenna violations before repair: 0
Hold Fails Final Rpt: 0
Setup slack after layout: 1.016 ns
Share of post-route cells with drive strength above 1: 7.556%
Relative slew slack: 43.91%
Pre-CTS setup slack: 1.402 ns
Die X-Extent: 84.23 µm
Number of global-route vias before repair: 2881
CP Max Fanout: 14
OpenROAD warnings: 26
Crit. End Element: output pin
Setup tns final: 0 ns
N_diodes: 0
Worst VDD drop: 0.0002210 V
Port buffer count: 21
==> critical path, stage by stage (launching register included) <==
cell	delay [ns]
dfxtp_1	0.70
buf_4	0.32
nor2b_1	0.34
a22o_1	0.21
o21ai_1	0.06
o21ai_1	0.12
clkdlybuf4s50_1	0.47
==> final timing paths <==
kind | startpoint | endpoint | cells after the start
worst min register to register | entry_gen[1].ff_entry_inst.Q[1] | entry_gen[1].ff_entry_inst.Q[1] | 2
worst max-delay path | ff_rdPtr.Q[2] | data_out[6] | 6
worst max register to register | ff_rdPtr.Q[0] | ff_rdPtr.Q[2] | 5
worst min-delay path | entry_gen[1].ff_entry_inst.Q[1] | entry_gen[1].ff_entry_inst.Q[1] | 2
==> cell type report <==
cell class,count,area share (%)
inverters,2,0.1995
clock buffers,13,4.223
clock inverters,3,1.064
multi-input cells,334,47.19
well taps,77,2.561
flip-flops and latches,72,38.31
repair buffers,26,6.452
==> routing by layer <==
metal	vias to the layer above	global-route usage, %	routed length (µm)
met4	0	6.426	246
met1	1430	41.37	3975
met2	72	45.53	4264
met5	-	0	0
met3	17	3.785	469
li1	1487	-	-
==> per-stage QoR <==
| stage | total power [mW] | std cells | area (µm²) | hold slack, ns |
|---|---|---|---|---|
| 2_1_floorplan | 0.8096 | 439 | 3381 | 0.4312 |
| 3_3_place_gp | 0.8848 | 511 | 3563 | 0.4377 |
| 3_5_place_dp | 0.8856 | 511 | 3563 | 0.4430 |
| 4_1_cts | 1.400 | 527 | 3762 | 0.4540 |
| 5_1_grt | 1.455 | 527 | 3762 | 0.4669 |
| 6_report | 1.389 | 527 | 3762 | 0.4545 |
==> flip-flops by register name (all words and copies together) (netlist names) <==
| name | flops |
|---|---|
| entry_gen.ff_entry_inst.Q | 64 |
| ff_rdPtr.Q | 4 |
| ff_wrPtr.Q | 4 |
==> power by group through the flow <==
stage,registers (mW),logic [mW],clock network (mW)
final,0.680,0.191,0.519
after CTS,0.680,0.192,0.528
after global routing,0.683,0.213,0.559
Power and IR drop assume default switching activity.
